--- flow/config.mk ---
export PLATFORM = sky130hd
export DESIGN_NAME = model
export DESIGN_NICKNAME = model
export VERILOG_FILES = /design/flow/design.v
export SDC_FILE = /design/flow/constraint.sdc
export NUM_CORES = 4
export LEC_CHECK = 1
export CORE_AREA = 10 10 70 70
export DIE_AREA = 0 0 80 80
--- flow/constraint.sdc ---
current_design model

set clk_period 1.0
set clk_io_pct 0.2

create_clock -name clk0 -period $clk_period [get_ports {clk}]

set non_clock_inputs [all_inputs -no_clocks]
set_input_delay [expr $clk_period * $clk_io_pct] -clock clk0 $non_clock_inputs
set_output_delay [expr $clk_period * $clk_io_pct] -clock clk0 [all_outputs]
--- flow/design.v ---
module model (
  input clk,
  input resetn,
  input din,
  output logic dout
);
typedef enum bit [1:0] {MODR, MOD0, MOD1,MOD2} st;
st state;
always@(posedge clk)
if(!resetn) begin
   state <= MODR; end
 else  begin 
  case(state)
  MODR: state<= (din ? MOD1 : MOD0);
  MOD0: state<= din? MOD1 : MOD0;
  MOD1: state <= din? MOD0 :MOD2 ;
  MOD2: state <= din? MOD2: MOD1; 
  endcase
 end 
 assign dout= (state==MOD0);
endmodule
--- flow/run.sh ---
#!/bin/bash
# OpenROAD 26Q1-2900-gdf79404cd8, Yosys 0.63+post, stock flow scripts
make -C /OpenROAD-flow-scripts/flow DESIGN_CONFIG=/design/flow/config.mk WORK_HOME=/design/flow/orfs finish
==> impl_metrics.ini <==
; synthesis and place-and-route metrics
[floorplan]
io_pins = 4
die-area_sq_um = 6400
fp-row-count = 21
core_sq_um = 3416
dieWidth_microns = 80
initCoreUtil_pct = 3.883
fp.dieH_microns = 80

[worst_setup_path]
critPathArrivalTime_ns = 0.72
crit_family = flip-flops
cp_cell_sequence = clkdlybuf4s15_1
max_stage_delay_ns = 0.31
critPathMaxFanout = 2
path_depth = 1
reg2regPathDepth = 3
crit_type = reg -> out
cp-start-kind = register
cp-end-kind = output pin
worst_ep_required_time_ns = 0.80
cp_slowest_cell = dfxtp_2
path_buffers = 1

[timing]
finalSetupViolCount = 0
whs_ns = 0.5027
tns_ns = 0
finalCriticalPeriod_ns = 0.9155
rsz0062_at_grt = false
hold_viol_final = 0
maxSlewViolCount = 0
fin_crit_sh_pct = 91.55
fin_skew_ns = 0.003048
fmax_ghz = 1.092
worst_pin_slew_ns = 0.2011
slew_headroom_pct = 86.49

[min_path]
hold_class = reg -> reg
hold_path_depth = 2

[final_layout]
top_register = state
largest_reg_flops = 4
fillCellCount = 408
final_core_util_pct = 7.363
layout-drive-gt1-share_pct = 30.00
reg.largest.list = state x4
final_area_sq_um = 251.5
layout.cells.non_filler = 66
area_growth_pct = 89.62

[global_route]
grt_pass1_wl_microns = 448
grt_max_degree = 6
grt_pass1_vias = 109
track_usage_pct = 1.089
grt_overflow = 0
antenna_found_initial = 0

[detailed_routing]
wirelength_microns = 315
wl_per_cell_microns = 4.773
ant_nets = 0
via_per_inst = 1.667
drt_iter0_markers = 6
vias = 110
first_pass_iters = 3
drc_errors = 0
num_antenna_cells = 0

[placed_design]
io_buffers = 3
place.gp.congestion = 0.6041
placed_cells = 63
placed_area_sq_um = 227.7

[synth]
yosysTopAreaCell = dfxtp_1
ys_seq_share_pct = 60.38
avgSynthCellArea_sq_um = 10.20
yosysWarnings = 1
yosysUniqueCellTypes = 9
numSynthFlops = 4
ys_cells = 13
netlist_instances = 13
synthesis.area_sq_um = 132.6
netlist.area_leader.share_pct = 60.38
ys_chip_area_sq_um = 132.6
area_leaders = dfxtp_1 (60%), mux2i_1 (7.5%), nor3_2 (7.5%)

[clock_tree]
post_cts_buffers = 0
postCtsHoldBufs = 0
path_clk_slew_ns = 0.04
cts.sinks = 4
root_buffer = clkbuf_4
cts.htree.levels = 1
cts_tree = yes
cts_resized = 2
clkLatencyLatePin_ns = 0.23
clockBufferDepth = 2
numCtsBuffers = 3

[run]
cap_violations = 0
warnings = 25

[outcome]
status = complete, no violations

[power_and_ir_drop]
p_per_area_nw_per_um2 = 1616
ir_worst_vdd_v = 0.0001751
p_leak_nw = 0.08886
## worst paths after layout
path	start	to	slack (ns)
worst max-delay path	state[2]$_DFF_P_	dout	0.08
worst min register to register	state[0]$_DFF_P_	state[1]$_DFF_P_	0.50
worst max register to register	state[2]$_DFF_P_	state[2]$_DFF_P_	0.17
worst min-delay path	state[0]$_DFF_P_	state[1]$_DFF_P_	0.50
## kinds of logic (layout without fill, tap and decap cells)
logic type             Yosys count  after routing  synth area share, %
AND/OR/NAND/NOR                  5              5                21.70
buffers and inverters            1              8                2.827
flip-flops                       4              4                60.38
AND-OR/OR-AND                    2              2                7.540
multiplexers                     1              1                7.547
## synth_stat cells
master	number
dfxtp_1	4
nor2_1	2
a21oi_1	1
inv_1	1
mux2i_1	1
nor2b_1	1
nor3_1	1
nor3_2	1
o21ai_0	1
## stage by stage
step                worst slack (ns)  total power [mW]
floorplan                     0.3255            0.1898
global placement             -0.1217            0.2117
detailed placement           -0.1360            0.2135
CTS                         0.006847            0.4202
global route                 0.03856            0.4351
finish                       0.08449            0.4065
## power by group
group | internal, mW | total (mW) | switching, mW
Sequential | 0.171 | 0.175 | 0.00449
Combinational | 0.0213 | 0.0345 | 0.0132
Clock | 0.134 | 0.197 | 0.0627
## layout by cell type, fill, tap and decap left out
cell / synthesis / final
nor2_1: 2 / 2
dfxtp_2: 0 / 1
buf_4: 0 / 1
mux2i_1: 1 / 1
nor3_1: 1 / 1
clkdlybuf4s50_1: 0 / 2
dfxtp_1: 4 / 3
inv_1: 1 / 1
nor2b_1: 1 / 1
o21ai_0: 1 / 1
nor3_2: 1 / 1
a21oi_1: 1 / 1
clkbuf_4: 0 / 3
clkdlybuf4s15_1: 0 / 1
## layer usage
layer,up-vias,GRT usage [%],share of wire (%)
met3,0,2.045,14
li1,58,-,-
met4,0,0.1761,0
met2,3,1.043,37
met5,-,0,0
met1,49,0.9980,49
## area by class of cell
| class | count | area (sq um) | share of cell area (%) |
|---|---|---|---|
| Clock buffer | 3 | 22.52 | 8.955 |
| Tap cell | 46 | 57.56 | 22.89 |
| Inverter | 1 | 3.754 | 1.493 |
| Timing Repair Buffer | 4 | 37.54 | 14.93 |
| Multi-Input combinational cell | 8 | 48.80 | 19.40 |
| Sequential cell | 4 | 81.33 | 32.34 |
No activity file was given, so power comes from the tool's default toggle rates.
